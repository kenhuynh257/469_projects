==> design/flow/config.mk <==
export PLATFORM = sky130hd
export DESIGN_NAME = fetch
export DESIGN_NICKNAME = fetch
export VERILOG_FILES = /design/flow/design.v
export SDC_FILE = /design/flow/constraint.sdc
export NUM_CORES = 4
export LEC_CHECK = 1
export CORE_UTILIZATION = 30
==> design/flow/design.v <==
module fetch (instruction, PCSrc, clock, reset, jumpAddr, jrAddr, branchAddr, pcWrite, IFFlush, IFIDWrite);
	output reg [31:0] instruction;
	input clock, reset;  
	input [2:0] PCSrc;  
	input pcWrite;  
	input IFIDWrite;  
	input IFFlush;  
	input [6:0] jumpAddr, jrAddr, branchAddr;
	reg [6:0] pcIn;
	wire [6:0] pcOut;
	wire [31:0] memoryOut;
	reg [6:0] plusOne;
	always @(*) begin
		plusOne = pcOut + 1;
		case(PCSrc)
			3'b100: pcIn = branchAddr;
			3'b010: pcIn = jumpAddr;
			3'b001: pcIn = jrAddr;
			3'b000: pcIn = plusOne;
			default: pcIn = 11;
		endcase
	end
	pc programCounter(pcWrite, pcIn, pcOut, clock, reset);
	instructionMemory instructionMemory1(pcOut, memoryOut);
	always @(posedge clock) begin
		if (IFFlush) begin
			instruction <= 32'b0;
		end else if (IFIDWrite) begin
			instruction <= memoryOut;
		end else begin
			instruction <= instruction;
		end
	end
endmodule
module pc(pcWrite, pcIn, pcOut, clock, reset);
	input clock, reset;
	input pcWrite;  
	input [6:0] pcIn;  
	output reg [6:0] pcOut;
	always @(posedge clock) begin
		if (reset) begin
			pcOut <= 0;
		end else if (pcWrite) begin
			pcOut <= pcIn;
		end else begin
			pcOut <= pcOut;
		end
	end
endmodule
module instructionMemory(address, memoryOut);
	input [6:0] address;
	output [31:0] memoryOut;
	reg [31:0] memory [127:0];
	assign memoryOut = memory[address[6:0]][31:0];
	integer i;
	initial begin
		memory[0][31:0] = 32'b	00000000000000000000000000000000;
		memory[1][31:0] = 32'b  100011_00100_000000000000000000000;
		memory[2][31:0] = 32'b  100011_00101_000000000000000000001;
		memory[3][31:0] = 32'b  100011_00101_000000000000000000001;
		memory[4][31:0] = 32'b  100010_00110_00100_00101_00000_100010;
		memory[5][31:0] = 32'b  001000_00111_00000_0000000000000011;
		memory[6][31:0] = 32'b  000111_00111_00110_0000000000001011;
		memory[7][31:0] = 32'b  100011_01000_000000000000000000010;
		memory[8][31:0] = 32'b  000000_01000_01000_0000000000000011;
		memory[9][31:0] = 32'b  101011_01000_000000000000000000010;
		memory[10][31:0] = 32'b 001000_00111_00000_0000000000000111;
		memory[11][31:0] = 32'b 101011_00111_000000000000000000011;
		memory[12][31:0] = 32'b 100011_01010_000000000000000000110;
		memory[13][31:0] = 32'b 100011_01011_000000000000000000100;
		memory[14][31:0] = 32'b 100011_01100_000000000000000000011;
		memory[15][31:0] = 32'b 100100_01010_01011_01100_00000100100;
		memory[16][31:0] = 32'b 101011_01010_000000000000000000100;
		memory[17][31:0] = 32'b 000010_00000000000000000000011101;
		memory[18][31:0] = 32'b 100011_01000_000000000000000000010;
		memory[19][31:0] = 32'b 001000_01000_01000_0000000000000100;
		memory[20][31:0] = 32'b 101011_01000_000000000000000000010;
		memory[21][31:0] = 32'b 100011_01001_000000000000000000011;
		memory[22][31:0] = 32'b 100011_01001_01000_0000000000000011;              
		memory[23][31:0] = 32'b 101011_01001_000000000000000000011;
		memory[24][31:0] = 32'b 100011_01010_000000000000000000110;
		memory[25][31:0] = 32'b 100011_01011_000000000000000000100;
		memory[26][31:0] = 32'b 100011_01100_000000000000000000011;
		memory[27][31:0] = 32'b 100101_01010_01011_01100_00000100101;
		memory[28][31:0] = 32'b 101011_01010_000000000000000000110;
		memory[29][31:0] = 32'b 000010_00000000000000000000011101;
		memory[30][31:0] = 32'b 100000_00100_00100_00101_00000100000;
		memory[31][31:0] = 32'b 101011_00100_000000000000000000000;
		memory[32][31:0] = 32'b 100010_00110_000000000000000000111;
		memory[33][31:0] = 32'b 100110_01010_01010_01011_00000100110;
		memory[33][31:0] = 32'b 100100_01001_01010_00110_00000100100;
		memory[33][31:0] = 32'b 101011_01001_000000000000000000110;
		memory[33][31:0] = 32'b 000010_00000000000000000000010101;
		memory[33][31:0] = 32'b 000010_00000000000000000000010101;
		memory[33][31:0] = 32'b 00000000000000000000000000000000;	
	end
endmodule
==> design/flow/run.sh <==
#!/bin/bash
# OpenROAD 26Q1-2900-gdf79404cd8, Yosys 0.63+post, stock flow scripts
make -C /OpenROAD-flow-scripts/flow DESIGN_CONFIG=/design/flow/config.mk WORK_HOME=/design/flow/orfs finish
==> design/flow/constraint.sdc <==
current_design fetch

set clk_period 3.3
set clk_io_pct 0.2

create_clock -name clk0 -period $clk_period [get_ports {clock}]

set non_clock_inputs [all_inputs -no_clocks]
set_input_delay [expr $clk_period * $clk_io_pct] -clock clk0 $non_clock_inputs
set_output_delay [expr $clk_period * $clk_io_pct] -clock clk0 [all_outputs]
==> flow_summary.toml <==
# physical design summary
[status]
status = "complete, no violations"

[cells_and_area]
nFillCells = 664
drive_above_1_share_pct = 5.30
layout.cells.non_filler = 379
fin_util_pct = 38.9
area_delta_synth_final_pct = 22.1
logic_area_um2 = 1360
regArea_um2 = 500

[route]
wl_mm = 5.38
wl_met1_mm = 2.66
drt_iter0_drc = 207
num_antenna_cells = 0
avgRoutedWirePerCell_um = 14.2
vias = 2002
wl_met3_um = 212
top_layer = "met4"
dr.pass1.iters = 4
drc_errors = 0
wl_met2_mm = 2.43
ant_nets = 0
vias_per_cell = 5.28

[setup_path]
endpoint_kind = "register"
reg2reg_depth = 6
worstSetupStartpoint = "programCounter.pcOut[0]"
cp-start-kind = "register"
r2r_end = "instruction[31]"
crit_end = "instruction[31]"
arrival_ns = 2.40
r2r_start = "programCounter.pcOut[0]"
crit_type = "reg -> reg"
reg2reg_slack_ns = 1.06
path_max_fanout = 10
cp.required_ns = 3.46

[logic_synthesis]
synthCells = 273
area_leaders = "dfxtp_1 (24%), a21oi_1 (6.3%), buf_4 (5.4%), ha_1 (5.4%), o21ai_0 (4.8%)"
synthArstFlopShare_pct = 0
yosys_cells = 273
ys_seq_share_pct = 24.1
top_cell = "a21oi_1"
edf_count = 0
top_area_share_pct = 24.1
synth_area_um2 = 2080
synth-seq-cells = 25
syn_area_per_cell_um2 = 7.62
synth_cell_type_count = 53
ys_chip_area_um2 = 2080
yosysTopAreaCell = "dfxtp_1"
synth_warnings = 3
top_cells_by_count = "a21oi_1 (26), dfxtp_1 (25), nand2_1 (24), o21ai_0 (20), nor2_1 (17)"
flop_cell = "dfxtp_1"

[timing]
fin_crit_sh_pct = 67.8
hold_viol_final = 0
fin_hold_ws_ns = 0.456
fmax_mhz = 447
relSlewSlack_pct = 46.1
worst_slew_pin_slew_ns = 0.808
clock_skew_ns = 0.00384
setup_viol = 0
rsz0062_at_grt = "false"
tns_ns = 0
period_needed_ns = 2.24
slew_viol_final = 0

[power]
peakVddDrop_mv = 0.139
leakagePower_nw = 0.872
power_density_nw_per_um2 = 290

[cts]
htreeDepth = 1
clkSinkCount = 25
cts_tree = "done"
cts-hold-fix-buffers = 0
clk_pin_slew_ns = 0.09
cts-root-buf = "clkbuf_8"
numCtsBuffers = 3
clock_latency_ns = 0.27
cts_setup_buffers = 0
clock_path_buffers = 2
cts_resized = 0

[global_route]
grt_pass1_wl_mm = 8.90
grt_overflow = 0
grt_max_degree = 38
antenna_found_initial = 0
grt_pass1_vias = 1819
grtUsageTotal_pct = 15.3

[job]
maxCapViolations = 0
warnings = 35

[place]
place_inst = 375
port_buffers = 47
dp_hpwl_mm = 3.90
gp_congestion = 0.876

[die]
coreArea_um2 = 6530
die_y_um = 85.3
die_area_um2 = 7270
fp_util_pct = 31.9
ios = 61
die_x_um = 85.3
rows = 29

[hold_path]
min_path_type = "reg -> reg"
-- state kept, by name, indices dropped and copies added (netlist names) --
register	flops
instruction	19
programCounter.pcOut	6
-- stage by stage --
step           setup WS, ns  cell area [µm²]  power (mW)
6_report               1.06             2540       0.737
5_1_grt               0.879             2540       0.784
4_1_cts                1.08             2540       0.747
3_5_place_dp          0.807             2490       0.558
3_3_place_gp          0.838             2490       0.559
2_1_floorplan          1.52             2110       0.481
-- cell type report --
cell class | count | area share [%]
multi-input cells | 212 | 53.5
flip-flops and latches | 25 | 19.7
repair buffers | 51 | 19.7
well taps | 77 | 3.79
clock buffers | 3 | 1.62
inverters | 10 | 1.48
clock inverters | 1 | 0.197
-- power breakdown --
part	switching [mW]	total (mW)	internal (mW)
logic	0.111	0.219	0.108
clock network	0.0989	0.183	0.0845
registers	0.0185	0.334	0.316
total	0.228	0.737	0.508
-- per-layer routing --
layer / vias to the layer above / global-route usage [%]
li1: 1028 / -
met1: 903 / 24.3
met2: 65 / 23.2
met3: 6 / 1.68
met4: 0 / 1.97
met5: - / 0
-- worst min path at each step --
stage                  start             end  slack [ns]  depth (start not counted)
CTS           instruction[2]  instruction[2]        0.47                          2
global route  instruction[4]  instruction[4]        0.49                          2
finish        instruction[2]  instruction[2]        0.46                          2
-- placed cells by master, fill, tap and decap left out, drive strengths merged, types with 7 or more instances in the layout --
cell / instances
nand2b: 9
mux2i: 7
a21oi: 27
clkdlybuf4s50: 47
nand2: 24
ha: 9
conb: 10
nor2: 17
dfxtp: 25
o21ai: 20
inv: 10
-- worst max-delay path: stages (launching register included) --
cell and delay (ns):
dfxtp_1 0.60, inv_1 0.28, ha_1 0.42, nor4_1 0.41, o21ai_0 0.17, a21oi_1 0.16
o21ai_0 0.09
-- kinds of logic (layout without fill, tap and decap cells) --
family | Yosys count | in the layout | synth area share (%)
buffers and inverters | 45 | 65 | 12.2
other | 1 | 10 | 0.180
adder cells (fa/ha/maj) | 9 | 9 | 5.41
XOR/XNOR | 3 | 3 | 1.26
multiplexers | 9 | 9 | 4.45
AND-OR/OR-AND | 95 | 95 | 30.5
flip-flops | 25 | 25 | 24.1
AND/OR/NAND/NOR | 86 | 86 | 21.9
Power and IR drop assume default switching activity.
