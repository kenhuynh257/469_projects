==> ./design.v <==
module registerFile (readOut_1, readOut_2, readSel_1, readSel_2, writeSel, data, we, rst, clock);
	output reg [31:0] readOut_1, readOut_2;
	input [4:0] readSel_1, readSel_2, writeSel;
	input [31:0] data;
	input rst, we, clock;
	reg [31:0] memory [31:0];  
	integer i;
	initial begin
		for(i =1; i < 32;i=i+1) begin
			memory[i] = 31'b0;
			end
	end
	wire [31:0] readOut_1_temp, readOut_2_temp;
	mux32 ma0(readOut_1_temp, memory[0],
						memory[1],
						memory[2],
						memory[3],
						memory[4],
						memory[5],
						memory[6],
						memory[7],
						memory[8],
						memory[9],
						memory[10],
						memory[11],
						memory[12],
						memory[13],
						memory[14],
						memory[15],
						memory[16],
						memory[17],
						memory[18],
						memory[19],
						memory[20],
						memory[21],
						memory[22],
						memory[23],
						memory[24],
						memory[25],
						memory[26],
						memory[27],
						memory[28],
						memory[29],
						memory[30],
						memory[31], readSel_1);
	mux32 ma1(readOut_2_temp, memory[0],
						memory[1],
						memory[2],
						memory[3],
						memory[4],
						memory[5],
						memory[6],
						memory[7],
						memory[8],
						memory[9],
						memory[10],
						memory[11],
						memory[12],
						memory[13],
						memory[14],
						memory[15],
						memory[16],
						memory[17],
						memory[18],
						memory[19],
						memory[20],
						memory[21],
						memory[22],
						memory[23],
						memory[24],
						memory[25],
						memory[26],
						memory[27],
						memory[28],
						memory[29],
						memory[30],
						memory[31], readSel_2);
	wire [31:0] writeDec, enWriteDec;
	decoder dec0(writeDec, writeSel);  
	and a0 (enWriteDec[0],  writeDec[0],  we);
	and a1 (enWriteDec[1],  writeDec[1],  we);
	and a2 (enWriteDec[2],  writeDec[2],  we);
	and a3 (enWriteDec[3],  writeDec[3],  we);
	and a4 (enWriteDec[4],  writeDec[4],  we);
	and a5 (enWriteDec[5],  writeDec[5],  we);
	and a6 (enWriteDec[6],  writeDec[6],  we);
	and a7 (enWriteDec[7],  writeDec[7],  we);
	and a8 (enWriteDec[8],  writeDec[8],  we);
	and a9 (enWriteDec[9],  writeDec[9],  we);
	and a10(enWriteDec[10], writeDec[10], we);
	and a11(enWriteDec[11], writeDec[11], we);
	and a12(enWriteDec[12], writeDec[12], we);
	and a13(enWriteDec[13], writeDec[13], we);
	and a14(enWriteDec[14], writeDec[14], we);
	and a15(enWriteDec[15], writeDec[15], we);
	and a16(enWriteDec[16], writeDec[16], we);
	and a17(enWriteDec[17], writeDec[17], we);
	and a18(enWriteDec[18], writeDec[18], we);
	and a19(enWriteDec[19], writeDec[19], we);
	and a20(enWriteDec[20], writeDec[20], we);
	and a21(enWriteDec[21], writeDec[21], we);
	and a22(enWriteDec[22], writeDec[22], we);
	and a23(enWriteDec[23], writeDec[23], we);
	and a24(enWriteDec[24], writeDec[24], we);
	and a25(enWriteDec[25], writeDec[25], we);
	and a26(enWriteDec[26], writeDec[26], we);
	and a27(enWriteDec[27], writeDec[27], we);
	and a28(enWriteDec[28], writeDec[28], we);
	and a29(enWriteDec[29], writeDec[29], we);
	and a30(enWriteDec[30], writeDec[30], we);
	and a31(enWriteDec[31], writeDec[31], we);
	integer k;
	always @(negedge clock)
	begin
		if(rst)
			for (k = 1; k < 32; k = k + 1)
					memory[k] <= 31'b0;
		else
		begin
			for (k = 1; k < 32; k = k + 1)
			begin
				if (enWriteDec[k])
					memory[k][31:0] <= data[31:0];	
			end
			memory[0] <= 32'b0;
		end
	end
	always @ (*) begin
		if (rst)
		begin
			readOut_1 <= 32'b0;
			readOut_2 <= 32'b0;
		end
		else 
		begin
			readOut_1 <= readOut_1_temp;
			readOut_2 <= readOut_2_temp;
		end
	end
	initial 
	begin
		memory[0] = 32'b0;
	end
endmodule
module dFlipFlop(Q, Qbar, D, clock, reset);
	output Q, Qbar;
	input D, clock, reset;
	wire Dbar, s0, s1;
	not n0(Dbar, D);
	nand nd0(s0, clock, D);
	nand nd1(s1, clock, Dbar);
	nand nd2(Q, Qbar, s0);
	nand nd3(Qbar, Q, s1);
endmodule
module decoder(decode, select);
	output [31:0] decode;
	input [4:0] select;
	wire [4:0] nSelect;
	not n0(nSelect[0], select[0]);
	not n1(nSelect[1], select[1]);
	not n2(nSelect[2], select[2]);
	not n3(nSelect[3], select[3]);
	not n4(nSelect[4], select[4]);
	and a0 (decode[0],  nSelect[4], nSelect[3], nSelect[2], nSelect[1], nSelect[0]);
	and a1 (decode[1],  nSelect[4], nSelect[3], nSelect[2], nSelect[1],  select[0]);
	and a2 (decode[2],  nSelect[4], nSelect[3], nSelect[2],  select[1], nSelect[0]);
	and a3 (decode[3],  nSelect[4], nSelect[3], nSelect[2],  select[1],  select[0]);
	and a4 (decode[4],  nSelect[4], nSelect[3],  select[2], nSelect[1], nSelect[0]);
	and a5 (decode[5],  nSelect[4], nSelect[3],  select[2], nSelect[1],  select[0]);
	and a6 (decode[6],  nSelect[4], nSelect[3],  select[2],  select[1], nSelect[0]);
	and a7 (decode[7],  nSelect[4], nSelect[3],  select[2],  select[1],  select[0]);
	and a8 (decode[8],  nSelect[4],  select[3], nSelect[2], nSelect[1], nSelect[0]);
	and a9 (decode[9],  nSelect[4],  select[3], nSelect[2], nSelect[1],  select[0]);
	and a10(decode[10], nSelect[4],  select[3], nSelect[2],  select[1], nSelect[0]);
	and a11(decode[11], nSelect[4],  select[3], nSelect[2],  select[1],  select[0]);
	and a12(decode[12], nSelect[4],  select[3],  select[2], nSelect[1], nSelect[0]);
	and a13(decode[13], nSelect[4],  select[3],  select[2], nSelect[1],  select[0]);
	and a14(decode[14], nSelect[4],  select[3],  select[2],  select[1], nSelect[0]);
	and a15(decode[15], nSelect[4],  select[3],  select[2],  select[1],  select[0]);
	and a16(decode[16],  select[4], nSelect[3], nSelect[2], nSelect[1], nSelect[0]);
	and a17(decode[17],  select[4], nSelect[3], nSelect[2], nSelect[1],  select[0]);
	and a18(decode[18],  select[4], nSelect[3], nSelect[2],  select[1], nSelect[0]);
	and a19(decode[19],  select[4], nSelect[3], nSelect[2],  select[1],  select[0]);
	and a20(decode[20],  select[4], nSelect[3],  select[2], nSelect[1], nSelect[0]);
	and a21(decode[21],  select[4], nSelect[3],  select[2], nSelect[1],  select[0]);
	and a22(decode[22],  select[4], nSelect[3],  select[2],  select[1], nSelect[0]);
	and a23(decode[23],  select[4], nSelect[3],  select[2],  select[1],  select[0]);
	and a24(decode[24],  select[4],  select[3], nSelect[2], nSelect[1], nSelect[0]);
	and a25(decode[25],  select[4],  select[3], nSelect[2], nSelect[1],  select[0]);
	and a26(decode[26],  select[4],  select[3], nSelect[2],  select[1], nSelect[0]);
	and a27(decode[27],  select[4],  select[3], nSelect[2],  select[1],  select[0]);
	and a28(decode[28],  select[4],  select[3],  select[2], nSelect[1], nSelect[0]);
	and a29(decode[29],  select[4],  select[3],  select[2], nSelect[1],  select[0]);
	and a30(decode[30],  select[4],  select[3],  select[2],  select[1], nSelect[0]);
	and a31(decode[31],  select[4],  select[3],  select[2],  select[1],  select[0]);
endmodule
module mux2(D0, in0, in1, sel0);
	output [31:0] D0;
	input  [31:0] in0, in1;
	input sel0;
	wire nSel;
	wire [31:0] q0, q1;
	not(nSel, sel0);
	and(q0[0], in1[0], sel0);
	and(q0[1], in1[1], sel0);
	and(q0[2], in1[2], sel0);
	and(q0[3], in1[3], sel0);
	and(q0[4], in1[4], sel0);
	and(q0[5], in1[5], sel0);
	and(q0[6], in1[6], sel0);
	and(q0[7], in1[7], sel0);
	and(q0[8], in1[8], sel0);
	and(q0[9], in1[9], sel0);
	and(q0[10], in1[10], sel0);
	and(q0[11], in1[11], sel0);
	and(q0[12], in1[12], sel0);
	and(q0[13], in1[13], sel0);
	and(q0[14], in1[14], sel0);
	and(q0[15], in1[15], sel0);
	and(q0[16], in1[16], sel0);
	and(q0[17], in1[17], sel0);
	and(q0[18], in1[18], sel0);
	and(q0[19], in1[19], sel0);
	and(q0[20], in1[20], sel0);
	and(q0[21], in1[21], sel0);
	and(q0[22], in1[22], sel0);
	and(q0[23], in1[23], sel0);
	and(q0[24], in1[24], sel0);
	and(q0[25], in1[25], sel0);
	and(q0[26], in1[26], sel0);
	and(q0[27], in1[27], sel0);
	and(q0[28], in1[28], sel0);
	and(q0[29], in1[29], sel0);
	and(q0[30], in1[30], sel0);
	and(q0[31], in1[31], sel0);
	and(q1[0], in0[0], nSel);
	and(q1[1], in0[1], nSel);
	and(q1[2], in0[2], nSel);
	and(q1[3], in0[3], nSel);
	and(q1[4], in0[4], nSel);
	and(q1[5], in0[5], nSel);
	and(q1[6], in0[6], nSel);
	and(q1[7], in0[7], nSel);
	and(q1[8], in0[8], nSel);
	and(q1[9], in0[9], nSel);
	and(q1[10], in0[10], nSel);
	and(q1[11], in0[11], nSel);
	and(q1[12], in0[12], nSel);
	and(q1[13], in0[13], nSel);
	and(q1[14], in0[14], nSel);
	and(q1[15], in0[15], nSel);
	and(q1[16], in0[16], nSel);
	and(q1[17], in0[17], nSel);
	and(q1[18], in0[18], nSel);
	and(q1[19], in0[19], nSel);
	and(q1[20], in0[20], nSel);
	and(q1[21], in0[21], nSel);
	and(q1[22], in0[22], nSel);
	and(q1[23], in0[23], nSel);
	and(q1[24], in0[24], nSel);
	and(q1[25], in0[25], nSel);
	and(q1[26], in0[26], nSel);
	and(q1[27], in0[27], nSel);
	and(q1[28], in0[28], nSel);
	and(q1[29], in0[29], nSel);
	and(q1[30], in0[30], nSel);
	and(q1[31], in0[31], nSel);
	or(D0[0], q0[0], q1[0]);
	or(D0[1], q0[1], q1[1]);
	or(D0[2], q0[2], q1[2]);
	or(D0[3], q0[3], q1[3]);
	or(D0[4], q0[4], q1[4]);
	or(D0[5], q0[5], q1[5]);
	or(D0[6], q0[6], q1[6]);
	or(D0[7], q0[7], q1[7]);
	or(D0[8], q0[8], q1[8]);
	or(D0[9], q0[9], q1[9]);
	or(D0[10], q0[10], q1[10]);
	or(D0[11], q0[11], q1[11]);
	or(D0[12], q0[12], q1[12]);
	or(D0[13], q0[13], q1[13]);
	or(D0[14], q0[14], q1[14]);
	or(D0[15], q0[15], q1[15]);
	or(D0[16], q0[16], q1[16]);
	or(D0[17], q0[17], q1[17]);
	or(D0[18], q0[18], q1[18]);
	or(D0[19], q0[19], q1[19]);
	or(D0[20], q0[20], q1[20]);
	or(D0[21], q0[21], q1[21]);
	or(D0[22], q0[22], q1[22]);
	or(D0[23], q0[23], q1[23]);
	or(D0[24], q0[24], q1[24]);
	or(D0[25], q0[25], q1[25]);
	or(D0[26], q0[26], q1[26]);
	or(D0[27], q0[27], q1[27]);
	or(D0[28], q0[28], q1[28]);
	or(D0[29], q0[29], q1[29]);
	or(D0[30], q0[30], q1[30]);
	or(D0[31], q0[31], q1[31]);
endmodule
module mux4(D0, in0, in1, in2, in3, sel0, sel1);
	output [31:0] D0;
	input [31:0] in0, in1, in2, in3; 
	input sel0, sel1;
	wire [31:0] q0, q1;
	mux2 m0(q0, in0, in1, sel0);
	mux2 m1(q1, in2, in3, sel0);
	mux2 m (D0, q0, q1, sel1);
endmodule
module mux32 (D0, i0,
						i1,
						i2,
						i3,
						i4,
						i5,
						i6,
						i7,
						i8,
						i9,
						i10,
						i11,
						i12,
						i13,
						i14,
						i15,
						i16,
						i17,
						i18,
						i19,
						i20,
						i21,
						i22,
						i23,
						i24,
						i25,
						i26,
						i27,
						i28,
						i29,
						i30,
						i31, sel);
	output [31:0] D0;
	input [31:0] i0, i1, i2, i3, i4, i5, i6, i7, i8, i9, i10, i11, i12, i13, i14, i15, i16, i17, i18, i19, i20, i21, i22, i23, i24, i25, i26, i27, i28, i29, i30, i31;
	input[4:0] sel;
	wire [31:0] v [9:0];
	mux4 m0(v[0], i0,  i1,  i2,  i3,  sel[0], sel[1]);
	mux4 m1(v[1], i4,  i5,  i6,  i7,  sel[0], sel[1]);
	mux4 m2(v[2], i8,  i9,  i10, i11, sel[0], sel[1]);
	mux4 m3(v[3], i12, i13, i14, i15, sel[0], sel[1]);
	mux4 m4(v[4], i16, i17, i18, i19, sel[0], sel[1]);
	mux4 m5(v[5], i20, i21, i22, i23, sel[0], sel[1]);
	mux4 m6(v[6], i24, i25, i26, i27, sel[0], sel[1]);
	mux4 m7(v[7], i28, i29, i30, i31, sel[0], sel[1]);
	mux4 m8(v[8], v[0], v[1], v[2], v[3], sel[2], sel[3]);
	mux4 m9(v[9], v[4], v[5], v[6], v[7], sel[2], sel[3]);
	mux2 m10(D0, v[8], v[9], sel[4]);
endmodule
module decode(opCode, rs_FD, rt_FD, rd_FD, jumpAddrOut, jrAddrOut, readData_1, readData_2, immediate, instruction, regWrite, writeAddr, writeData, clock, reset);
	output [5:0] opCode;
	output reg [4:0] rs_FD, rt_FD, rd_FD;
	output reg [31:0] readData_1, readData_2, immediate;  
	output [6:0] jumpAddrOut;
	output [6:0] jrAddrOut;
	input [31:0] instruction, writeData;
	input [4:0] writeAddr;
	input regWrite;
	input clock, reset;
	wire [31:0] regDataOut1, regDataOut2, extendedImmediate;  
	assign jrAddrOut[6:0] = regDataOut1[6:0];
	assign jumpAddrOut = instruction[6:0];
	registerFile generalRegister(regDataOut1, regDataOut2, instruction[25:21], instruction[20:16], writeAddr, writeData, regWrite, reset, clock);
	signExtend extendImmediate(instruction[15:0], extendedImmediate[31:0]);
	assign opCode = instruction[31:26];
	always @(posedge clock) begin
		readData_1 <= regDataOut1;
		readData_2 <= regDataOut2;
		immediate <= extendedImmediate;
		rs_FD <= instruction[25:21];
		rt_FD <= instruction[20:16];
		rd_FD <= instruction[15:11];
	end
endmodule
module signExtend(shortImmediate, extendedImmediate);
	input [15:0] shortImmediate;
	output [31:0] extendedImmediate;
	assign extendedImmediate[31:0] = (shortImmediate[15]) ? {16'hFFFF, shortImmediate[15:0]} : {16'b0, shortImmediate[15:0]};
endmodule
==> ./run.sh <==
#!/bin/bash
# OpenROAD 26Q1-2900-gdf79404cd8, Yosys 0.63+post, stock flow scripts
make -C /OpenROAD-flow-scripts/flow DESIGN_CONFIG=/design/flow/config.mk WORK_HOME=/design/flow/orfs finish
==> ./config.mk <==
export PLATFORM = sky130hd
export DESIGN_NAME = decode
export DESIGN_NICKNAME = decode
export VERILOG_FILES = /design/flow/design.v
export SDC_FILE = /design/flow/constraint.sdc
export NUM_CORES = 4
export LEC_CHECK = 1
export CORE_UTILIZATION = 40
==> ./constraint.sdc <==
current_design decode

set clk_period 5.7
set clk_io_pct 0.2

create_clock -name clk0 -period $clk_period [get_ports {clock}]

set non_clock_inputs [all_inputs -no_clocks]
set_input_delay [expr $clk_period * $clk_io_pct] -clock clk0 $non_clock_inputs
set_output_delay [expr $clk_period * $clk_io_pct] -clock clk0 [all_outputs]
==> results.sh <==
# implementation run metrics
export IMPL_status="complete, but fails checks"
export IMPL_failed_checks="negative setup slack"
export IMPL_yosys_warnings=5
export IMPL_ys_seq_elements=1082
export IMPL_syn_area_um2=53400
export IMPL_setup_viol=7
export IMPL_ys_chip_area_um2=53400
export IMPL_synthCells=6240
export IMPL_end_kind="output pin"
export IMPL_synth_cell_types=43
export IMPL_clockBufferDepth=3
export IMPL_startpoint_type="flip-flop"
export IMPL_cp_max_fo=2
export IMPL_grt_max_degree=94
export IMPL_r2r_start="generalRegister.memory[4][18]"
export IMPL_grt_ovfl_total=0
export IMPL_clock_skew_ns=0.0633
export IMPL_worst_pin_slew_ns=1.03
export IMPL_vias=52500
export IMPL_place_congestion=0.961
export IMPL_grt_pass1_wl_um=309000
export IMPL_startpoint="generalRegister.memory[9][6]"
export IMPL_power_leakage_nw=27.9
export IMPL_fp_util_pct=40.4
export IMPL_routed_wl_um=208000
export IMPL_top_cells_by_area="dfxtp_1 41%, nand2_1 14%, mux4_2 11%"
export IMPL_postSynthAreaPerCell_um2=8.55
export IMPL_path_clk_slew_ns=0.04
export IMPL_reg2reg_slack_ns=0.54
export IMPL_hpwl_um=128000
export IMPL_layout_drive_gt1_share_pct=16.1
export IMPL_rows=133
export IMPL_design_core_area_um2=132000
export IMPL_synth_largest_area_cell="dfxtp_1"
export IMPL_mostFrequentLayoutCell="nand2_1"
export IMPL_setup_ws_ns=-0.707
export IMPL_synth_main_ff_cell="dfxtp_1"
export IMPL_crit_required_ns=4.56
export IMPL_postLayoutCellArea_um2=68500
export IMPL_cts_made_buffers=132
export IMPL_top_cell_area_share_pct=40.6
export IMPL_dpl_cell_area_um2=60200
export IMPL_rsz0062_at_grt="true"
export IMPL_seq_area_frac_synth_pct=40.6
export IMPL_areaGrowthSynthToFinish_pct=28.4
export IMPL_p_per_area_nw_per_um2=301
export IMPL_clk_latency_ns=0.79
export IMPL_drt_pass1_iter_count=6
export IMPL_io_pins=203
export IMPL_edf_count=0
export IMPL_critPathKind="flip-flop to output pin"
export IMPL_ys_cells=6240
export IMPL_dr_first_iter_drc_count=4717
export IMPL_irDropWorstVdd_mv=0.243
export IMPL_grt_pass1_vias=51500
export IMPL_track_usage_pct=31.7
export IMPL_hold_viol=0
export IMPL_crit_arrival_ns=5.27
export IMPL_antenna_found_initial=4
export IMPL_maxCapViolations=0
export IMPL_maxSlewViolCount=0
export IMPL_via_per_inst=5.64
export IMPL_fin_util_pct=51.9
export IMPL_drc=0
export IMPL_hp_start="generalRegister.memory[12][28]"
export IMPL_root_buffer="clkbuf_16"
export IMPL_portBuffers=190
export IMPL_wl_per_cell_um=22.4
export IMPL_tool_warnings=1019
export IMPL_lay_top_cells="2026 x nand2_1, 1076 x dfxtp_1, 1012 x inv_1, 1005 x a21oi_1, 424 x buf_4"
export IMPL_relSlewSlack_pct=30.9
export IMPL_worstHoldPathType="flip-flop to flip-flop"
export IMPL_cts_sinks=1082
export IMPL_cts_tree="done"
export IMPL_die_h_um=367
export IMPL_fp_dieW_um=367
export IMPL_dieArea_um2=135000
export IMPL_async_flop_share_pct=0
export IMPL_ant_nets=0
export IMPL_htreeDepth=4
==> metrics by stage <==
step / worst slack (ns) / power (mW) / hold WS, ns / cells / TNS [ns]
2_1_floorplan: 0.321 / 9.77 / 0.441 / 6240 / 0
3_3_place_gp: -0.562 / 10.5 / 0.450 / 8070 / -103.31
3_5_place_dp: -0.528 / 10.5 / 0.459 / 8070 / -112.25
4_1_cts: -0.721 / 20.8 / 0.462 / 9300 / -4.71
5_1_grt: -0.764 / 21.8 / 0.477 / 9301 / -5.02
6_report: -0.707 / 20.6 / 0.461 / 9302 / -4.64
==> critical path: stages (launching register included) <==
cell and delay, ns:
dfxtp_1 0.30, mux4_2 0.45, mux2_4 0.30, a211oi_4 0.39, a2111oi_4 0.06, buf_2 0.15
==> synth_stat cells, types with 7 or more instances <==
cell type and number:
nand2_1 2050, dfxtp_1 1082, a21oi_1 1005, clkbuf_1 433, mux2i_1 378, mux4_2 259
buf_2 109, o22ai_1 92, nor2b_1 89, a211oi_1 82, mux2_2 81, nor3_1 70
nor2_1 69, buf_4 65, a221oi_1 61, o21ai_0 53, nor4_1 46, a2111oi_1 29
mux4_1 28, buf_6 27, a22oi_1 24, a22o_1 22, buf_1 15, nand2b_1 12
and2_1 7, buf_8 7
==> flip-flops by register name (all words and copies together) (netlist names) <==
register                cells
rt_FD                       5
rs_FD                       5
immediate                  16
generalRegister.memory    992
readData_2                 32
readData_1                 32
==> repair_timing <==
action,in CTS,in global routing
setup buffers,1,0
gates resized,69,9
setup endpoints to repair,7,7
pin swaps,17,2
hold buffers,0,0
==> final cells by class <==
class,instances,area (um2)
Clock buffer,147,3470
Timing Repair Buffer,734,7470
Multi-Input combinational cell,4496,29100
Fill cell,11500,63400
Inverter,1,3.75
Antenna cell,2,5.00
Sequential cell,1082,21700
Tap cell,1755,2200
Clock inverter,1085,4640
==> cell families (layout without fill, tap and decap cells) <==
kind of cell	Yosys count	after routing	share of synthesized area, %
simple gates	2374	2374	17.8
mux	746	746	21.1
compound gates	1376	1376	14.5
buf+inv	662	1967	5.98
flops	1082	1082	40.6
other cells	0	2	0
==> routing by layer <==
layer	vias to the layer above	wire [um]	global-route usage (%)
met5	-	137	0.962
met4	6	7620	12.1
met3	533	29700	17.6
met2	2860	91900	45.5
met1	24900	78900	40.3
li1	24200	-	-
==> where the power goes <==
| group | internal (mW) | switching (mW) |
|---|---|---|
| Clock | 5.87 | 5.32 |
| Sequential | 7.72 | 0.0506 |
| Combinational | 0.584 | 1.06 |
| Total | 14.2 | 6.43 |
==> worst paths after layout <==
check / cells after the start / endpoint
worst min-delay path: 2 / generalRegister.memory[12][28]
worst max-delay path: 5 / jrAddrOut[6]
worst max register to register: 5 / readData_1[18]
worst min register to register: 2 / generalRegister.memory[12][28]
No activity file was given, so power comes from the tool's default toggle rates.
